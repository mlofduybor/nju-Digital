**flow/run.sh**
```bash
#!/bin/bash
# OpenROAD 26Q1-2900-gdf79404cd8, Yosys 0.63+post, stock flow scripts
make -C /OpenROAD-flow-scripts/flow DESIGN_CONFIG=/design/flow/config.mk WORK_HOME=/design/flow/orfs finish
```
**flow/config.mk**
```make
export PLATFORM = sky130hd
export DESIGN_NAME = barrelShifter
export DESIGN_NICKNAME = barrelShifter
export VERILOG_FILES = /design/flow/design.v
export SDC_FILE = /design/flow/constraint.sdc
export NUM_CORES = 4
export LEC_CHECK = 1
export CORE_UTILIZATION = 50
```
**flow/design.v**
```verilog
`timescale 1ns / 1ps
module barrelShifter(
output reg [31:0] out,
input [31:0] data,
input direction,
input [4:0] len
    );
always @(*)
			begin
				if(direction)
					begin   
						out = len[0] ? {1'b0, data[31:1]} : data;
						out = len[1] ? {2'b0, out[31:2]} : out;
						out = len[2] ? {4'b0, out[31:4]} : out;
						out = len[3] ? {8'b0, out[31:8]} : out;
						out = len[4] ? {16'b0, out[31:16]} : out;
					end
				else
					begin   
						out = len[0] ? {data[30:0], 1'b0} : data;
						out = len[1] ? {out[29:0], 2'b0} : out;
						out = len[2] ? {out[27:0], 4'b0} : out;
						out = len[3] ? {out[23:0], 8'b0} : out;
						out = len[4] ? {out[15:0], 16'b0} : out;
					end
			end
endmodule
```
**flow/constraint.sdc**
```tcl
current_design barrelShifter

set clk_period 4.6
set clk_io_pct 0.2

create_clock -name clk0 -period $clk_period

set non_clock_inputs [all_inputs -no_clocks]
set_input_delay [expr $clk_period * $clk_io_pct] -clock clk0 $non_clock_inputs
set_output_delay [expr $clk_period * $clk_io_pct] -clock clk0 [all_outputs]
```
==> impl_metrics.env <==
# source this file to load flow results
export IMPL_status="completed"
export IMPL_antenna_found_initial=0
export IMPL_drive_above_1_share=0.195
export IMPL_pwr_share_comb=1.000
export IMPL_grt_first_pass_wirelength_um=26000
export IMPL_ir_worst_vdd_mv=0.127
export IMPL_slew_headroom=0.486
export IMPL_warning_count=33
export IMPL_final_clkbuf_count=0
export IMPL_fin_crit_ns=4.46
export IMPL_design_area_um2=4630
export IMPL_cts_resized=0
export IMPL_grt_max_degree=37
export IMPL_die_area_um2=7930
export IMPL_ys_seq_share=0
export IMPL_power_density_nw_per_um2=129
export IMPL_area_delta_synth_final_pct=22.1
export IMPL_maxCapViolations=0
export IMPL_grt_overflow=0
export IMPL_syn_avg_cell_area_um2=7.63
export IMPL_top_cell_area_share=0.149
export IMPL_cp_max_fo=24
export IMPL_io_pins=70
export IMPL_pwr_share_clk=0
export IMPL_dieHeight_um=89.1
export IMPL_hpwl_um=13500
export IMPL_fmax_mhz=224
export IMPL_ys_cells=497
export IMPL_rows=31
export IMPL_postCtsSetupBuffers=0
export IMPL_postLayoutCoreUtil=0.634
export IMPL_leakage_nw=1.71
export IMPL_drv_slew=0
export IMPL_grt_total_usage=0.462
export IMPL_die_w_um=89.1
export IMPL_worst_pin_slew_ns=0.767
export IMPL_p_total_w=0.000596
export IMPL_core_um2=7290
export IMPL_synth_area_leader_cell="mux4_2"
export IMPL_syn_inst=497
export IMPL_critical_path_required_ns=3.68
export IMPL_num_antenna_cells=0
export IMPL_sw_frac_of_total=0.547
export IMPL_critical_path_class="primary input to output pin"
export IMPL_grt_pass1_vias=4429
export IMPL_postRouteAntennaNets=0
export IMPL_yosysChipArea_um2=3790
export IMPL_vias_per_cell=7.57
export IMPL_flop_area_um2=0
export IMPL_yosys_warnings=1
export IMPL_vias=4946
export IMPL_drc=0
export IMPL_yosysUniqueCellTypes=64
export IMPL_firstDrtPassIters=7
export IMPL_fillers=670
export IMPL_place_area_um2=4630
export IMPL_fp_util=0.520
export IMPL_wl_per_cell_um=26.5
export IMPL_gp_congestion=1.11
export IMPL_p_switching_w=0.000326
export IMPL_rsz0062_at_grt="false"
export IMPL_start_kind="primary input"
export IMPL_wl_um=17300
export IMPL_end_kind="output pin"
export IMPL_setup_viol=0
export IMPL_area_leaders="mux4_2 15%, mux2i_1 14%, mux2_2 9.5%"
export IMPL_fin_crit_sh=0.969
export IMPL_io_buffers=70
export IMPL_hold_path_class="primary input to output pin"
export IMPL_ctsHoldBuffers=0
export IMPL_p_int_w=0.000270
export IMPL_common_cells="56 x nor2_1, 53 x mux2i_1, 46 x nand2_1, 32 x mux2_2, 25 x mux4_2"
export IMPL_crit_arrival_ns=3.54
export IMPL_tns_ns=0
export IMPL_seqPwrFrac=0
export IMPL_hold_violations=0
export IMPL_top_cell="nor2_1"
export IMPL_syn_cell_area_um2=3790
export IMPL_ff_count=0
export IMPL_drtIter0Drc=655
[final timing paths]
path | start | end | slack [ns] | cells after the start
worst min-delay path | len[2] | out[20] | 2.90 | 4
worst max-delay path | len[0] | out[30] | 0.14 | 7
[kinds of logic after synthesis]
kind of cell           Yosys count  share of synthesized area
AOI/OAI and AO/OA              165                      0.323
muxes                          116                      0.403
and+or+nand+nor                160                      0.192
buffers and inverters           56                     0.0809
[metal layers]
metal	part of all wire	GRT usage	vias to the layer above
li1	-	-	2122
met1	0.37	0.634	2286
met2	0.42	0.654	442
met3	0.15	0.169	96
met4	0.063	0.224	0
met5	0	0	-
[power by group through the flow]
stage     clock network (W)  registers [W]  logic (W)
5_1_grt                   0              0   0.000625
6_report                  0              0   0.000596
4_1_cts                   0              0   0.000571
[through the flow]
stage          worst slack, ns  instances  hold slack [ns]
2_1_floorplan             1.34        497             1.95
6_report                 0.143        653             2.90
5_1_grt                  0.148        653             2.95
4_1_cts                  0.368        653             2.88
3_5_place_dp             0.370        653             2.87
3_3_place_gp             0.380        653             2.89
[cell type report]
type	count	area [um^2]	area share
Tap cell	99	124	0.0268
Multi-Input combinational cell	441	3480	0.753
Inverter	4	15.0	0.00325
Timing Repair Buffer	109	1000	0.217
[critical path, cell delays in order]
cell             delay, ns
buf_4                 0.32
nand2b_1              0.50
o22ai_1               0.17
a211oi_1              0.67
a21oi_1               0.18
o221ai_1              0.25
clkdlybuf4s50_1       0.50
[layout by cell type, fill, tap and decap left out, types with 4 or more instances in the layout]
cell / instances
o221ai_1: 7
nand2_1: 46
clkdlybuf4s50_1: 66
a21oi_1: 19
mux2_1: 4
o22ai_1: 23
o32ai_1: 10
buf_4: 39
a221o_1: 6
o211ai_1: 23
nor2_1: 56
mux2_2: 32
a211oi_1: 12
nand3_1: 17
nor2b_1: 6
mux2i_1: 53
nand2b_1: 8
mux4_2: 25
a31oi_1: 7
nor4_1: 4
a22oi_1: 6
a221oi_1: 7
o21ai_0: 9
nand3b_1: 4
o2111ai_1: 5
