**design/flow/design.v**
```verilog
module bcd7seg(bcd, o_seg);
	input  [3:0] bcd;
	output reg [7:0] o_seg;
	wire [7:0] segs [7:0];
	assign segs[0] = 8'b11111100;
	assign segs[1] = 8'b01100000;
	assign segs[2] = 8'b11011010;
	assign segs[3] = 8'b11110010;
	assign segs[4] = 8'b01100110;
	assign segs[5] = 8'b10110110;
	assign segs[6] = 8'b10111110;
	assign segs[7] = 8'b11100000;
	always @(*)
	begin
		case(bcd)
			4'h0 : o_seg = ~segs[0];
			4'h1 : o_seg = ~segs[1];
			4'h2 : o_seg = ~segs[2];
			4'h3 : o_seg = ~segs[3];
			4'h4 : o_seg = ~segs[4];
			4'h5 : o_seg = ~segs[5];
			4'h6 : o_seg = ~segs[6];
			4'h7 : o_seg = ~segs[7];
			default : o_seg = 8'b00000000;
		endcase
	end
endmodule
module encoder83(x, y, tag);
	input [7:0] x;
	output tag;
	output reg[2:0] y;
	integer i;
	always @(*)
	begin
		y = 3'b0;
		for (i = 0;i<8;i++)
			if (x[i] == 1) y = i[2:0];
	end
	assign tag = (x == 8'b0)?0:1;
endmodule
module top(in, tag, o_seg, encoder_y);
	input [7:0] in;
	output tag;
	output [2:0] encoder_y;
	output [7:0] o_seg;
	encoder83 encoder1(in, encoder_y, tag);
	bcd7seg seg1({1'b0, encoder_y}, o_seg);
endmodule
```
**design/flow/run.sh**
```bash
#!/bin/bash
# OpenROAD 26Q1-2900-gdf79404cd8, Yosys 0.63+post, stock flow scripts
make -C /OpenROAD-flow-scripts/flow DESIGN_CONFIG=/design/flow/config.mk WORK_HOME=/design/flow/orfs finish
```
**design/flow/config.mk**
```make
export PLATFORM = sky130hd
export DESIGN_NAME = top
export DESIGN_NICKNAME = top
export VERILOG_FILES = /design/flow/design.v
export SDC_FILE = /design/flow/constraint.sdc
export NUM_CORES = 4
export LEC_CHECK = 1
export CORE_AREA = 10 10 70 70
export DIE_AREA = 0 0 80 80
```
**design/flow/constraint.sdc**
```tcl
current_design top

set clk_period 1.9
set clk_io_pct 0.2

create_clock -name clk0 -period $clk_period

set non_clock_inputs [all_inputs -no_clocks]
set_input_delay [expr $clk_period * $clk_io_pct] -clock clk0 $non_clock_inputs
set_output_delay [expr $clk_period * $clk_io_pct] -clock clk0 [all_outputs]
```
==> impl_metrics.csv <==
group,metric,value,unit
outcome,status,"finished, final reports clean",
cells_and_area,area_growth,182,%
synthesis,ys_sh_simple,56.3,%
cells_and_area,seq_area,0,sq um
synthesis,ys_sh_adder,0,%
pwr,total_power,0.0815,mW
synthesis,synth-xor-area-share,0,%
die,die_x,80,um
pwr,ir_drop,0.0244,mV
sta,hold_viol_final,0,
die,fp_util,4.95,%
sta,fmaxAchievable,0.534,GHz
worst_hold_path,hold_start,"in[1]",
synthesis,synth_stat.cells,27,
cells_and_area,flop-count,0,
routing,postRouteAntennaNets,0,
sta,fin_crit,1870,ps
placed_design,gp_congestion,0.825,
routing,dr.pass1.iters,3,
setup_path,path_delay_family,"buffers and inverters",
cells_and_area,fin_area,477,sq um
routing,vias,285,
synthesis,mux_area_share,0,%
global_route,grt-ovfl-total,0,
sta,period_used_share,98.6,%
setup_path,cpPeakStageDelay,470,ps
global_route,grt_pass1_vias,290,
sta,fin_tns_setup,0,ps
global_route,grt_max_degree,7,
clock_tree,cts_hold_buffers,0,
synthesis,yosys.area_share.aoi,25.9,%
global_route,grt_pass1_wl,1400,um
routing,routed_wl,955,um
setup_path,required,1520,ps
cells_and_area,logic_area,194,sq um
pwr,p_leak,0.184,nW
setup_path,worstPathCellList,"clkdlybuf4s15_2 > nor2_4 > nand3_1 > buf_4 > nand2_1 > clkdlybuf4s50_1",
cells_and_area,num-clock-buffers,0,
setup_path,path_buffers,3,
placed_design,placed_cells,96,
setup_path,crit_arrival,1490,ps
synthesis,synth_area_leader_cell,"nor2_2",
routing,antenna_cells,0,
synthesis,top_cells_by_count,"3 x nor2_1, 3 x nor2_2",
synthesis,ys_chip_area,169,sq um
setup_path,path_class,"in2out",
sta,rsz0062_at_grt,"yes",
run,warnings,33,
setup_path,cp-startpoint,"in[7]",
setup_path,start_kind,"input port",
cells_and_area,fin_util,14.0,%
placed_design,post-dp-hpwl,810,um
routing,drt_iter0_markers,4,
placed_design,portBuffers,19,
placed_design,dpl_cell_area,443,sq um
cells_and_area,stdcell_count,97,
routing,wire_per_inst,9.85,um
pwr,powerDensity,171,mW/mm^2
die,pin_count,20,
synthesis,ys_top_cells_by_area,"nor2_2 11%, a221oi_2 8.9%, o31ai_1 8.9%",
sta,finalSetupViolations,0,
cells_and_area,nFillCells,403,
global_route,grtUsageTotal,2.66,%
synthesis,netlist_area,169,sq um
sta,drv_slew,0,
setup_path,slowest_stage,"clkdlybuf4s50_1",
die,die_h,80,um
die,std_cell_rows,21,
synthesis,syn_inst,27,
cells_and_area,drive_above_1_share,45.1,%
run,maxCapViolations,0,
global_route,antenna_found_initial,0,
synthesis,yosysSeqAreaShare,0,%
synthesis,synth_cell_type_count,18,
worst_hold_path,holdCritPathClass,"in2out",
die,core,0.00342,sq mm
routing,drc,0,
synthesis,netlist.area_leader.share,11.1,%
setup_path,endpoint_kind,"primary output",
synthesis,avgSynthCellArea,6.26,sq um
synthesis,yosysWarnings,2,
setup_path,path_max_fanout,4,
die,die-area,0.00640,sq mm
routing,viasPerCell,2.94,
synthesis,synthTopLogicFamily,"simple AND/OR/NAND/NOR gates",
==> layout by cell type, fill, tap and decap left out, types with 2 or more instances in the layout <==
master	count
dlygate4sd2_1	4
or3_1	2
nor2_1	3
nand2_1	2
clkdlybuf4s50_1	8
nor2_4	4
buf_2	4
inv_1	2
buf_4	8
==> report_power, final <==
part / total, mW / switching [mW] / internal (mW)
logic: 0.0815 / 0.0346 / 0.0468
registers: 0 / 0 / 0
clock network: 0 / 0 / 0
==> cell type report <==
type	instances	share of cell area [%]
Timing Repair Buffer	26	45.7
Multi-Input combinational cell	23	40.7
Tap cell	46	12.1
Inverter	2	1.57
==> through the flow <==
step           setup slack, ps  hold slack, ps
3_3_place_gp              -461            1780
2_1_floorplan              567             773
5_1_grt                  -41.6            1240
3_5_place_dp              -468            1780
6_report                  26.0            1210
4_1_cts                   5.78            1210
==> timing repair <==
action | 4_1_cts | 5_1_grt
gates resized | 41 | 3
setup buffers | 1 | 0
setup endpoints to repair | 11 | 4
pin swaps | 9 | 3
==> logic make-up (layout without fill, tap and decap cells) <==
| logic type | after synthesis | after routing |
|---|---|---|
| and+or+nand+nor | 17 | 17 |
| AOI/OAI and AO/OA | 5 | 5 |
| buffers and inverters | 4 | 28 |
| other | 1 | 1 |
==> worst paths after layout <==
check / endpoint / cells after the start
worst min-delay path: tag / 3
worst max-delay path: o_seg[1] / 6
==> metal layers <==
layer	GRT usage [%]	wire, um
met5	0	0
met4	0	0
met3	0.455	87
met2	5.30	521
met1	2.97	346
No activity file was given, so power comes from the tool's default toggle rates.
